==> design.v <==
`timescale 1 ns / 1 ps
module mux2_1 (clk,rst_n,sel,s0_axis_tdata,s0_axis_tvalid,s0_axis_tlast,s0_axis_tready,s1_axis_tdata,s1_axis_tvalid,s1_axis_tlast,s1_axis_tready,m_axis_tdata,m_axis_tvalid,m_axis_tlast,m_axis_tready);
parameter width=1;    
parameter mode=0;     
input clk;                          
input rst_n;                        
input sel;                          
input [width-1:0] s0_axis_tdata;    
input s0_axis_tvalid;               
input s0_axis_tlast;                
output s0_axis_tready;              
input [width-1:0] s1_axis_tdata;    
input s1_axis_tvalid;               
input s1_axis_tlast;                
output s1_axis_tready;              
output [width-1:0] m_axis_tdata;    
output m_axis_tvalid;               
output m_axis_tlast;                
input m_axis_tready;                
generate
  if(mode) 
    begin
      assign s0_axis_tready=rst_n?(sel?0:m_axis_tready):0;
      assign s1_axis_tready=rst_n?(sel?m_axis_tready:0):0;
      assign m_axis_tdata=rst_n?(sel?s1_axis_tdata:s0_axis_tdata):0;
      assign m_axis_tvalid=rst_n?(sel?s1_axis_tvalid:s0_axis_tvalid):0;
      assign m_axis_tlast=rst_n?(sel?s1_axis_tlast:s0_axis_tlast):0;
    end
  else 
    begin
      reg s0_axis_tready_reg;
      reg s1_axis_tready_reg;
      reg [width-1:0] m_axis_tdata_reg;
      reg m_axis_tvalid_reg;
      reg m_axis_tlast_reg;
      always@(posedge clk or negedge rst_n)
      begin
        if(!rst_n)
          begin
            s0_axis_tready_reg<=0;
            s1_axis_tready_reg<=0;
            m_axis_tdata_reg<=0;
            m_axis_tvalid_reg<=0;
            m_axis_tlast_reg<=0;
          end
        else
          begin
            if(sel) 
              begin
                s0_axis_tready_reg<=0;
                s1_axis_tready_reg<=m_axis_tready;
                m_axis_tdata_reg<=s1_axis_tdata;
                m_axis_tvalid_reg<=s1_axis_tvalid;
                m_axis_tlast_reg<=s1_axis_tlast;
              end
            else 
              begin
                s0_axis_tready_reg<=m_axis_tready;
                s1_axis_tready_reg<=0;
                m_axis_tdata_reg<=s0_axis_tdata;
                m_axis_tvalid_reg<=s0_axis_tvalid;
                m_axis_tlast_reg<=s0_axis_tlast;
              end
          end
      end
      assign s0_axis_tready=s0_axis_tready_reg;
      assign s1_axis_tready=s1_axis_tready_reg;
      assign m_axis_tdata=m_axis_tdata_reg;
      assign m_axis_tvalid=m_axis_tvalid_reg;
      assign m_axis_tlast=m_axis_tlast_reg;
    end
endgenerate
endmodule
==> run.sh <==
#!/bin/bash
# OpenROAD 26Q1-2900-gdf79404cd8, Yosys 0.63+post, stock flow scripts
make -C /OpenROAD-flow-scripts/flow DESIGN_CONFIG=/design/flow/config.mk WORK_HOME=/design/flow/orfs finish
==> config.mk <==
export PLATFORM = sky130hd
export DESIGN_NAME = mux2_1
export DESIGN_NICKNAME = mux2_1
export VERILOG_FILES = /design/flow/design.v
export SDC_FILE = /design/flow/constraint.sdc
export NUM_CORES = 4
export LEC_CHECK = 1
export CORE_AREA = 10 10 70 70
export DIE_AREA = 0 0 80 80
==> constraint.sdc <==
current_design mux2_1

set clk_period 1.0
set clk_io_pct 0.2

create_clock -name clk0 -period $clk_period [get_ports {clk}]

set non_clock_inputs [all_inputs -no_clocks]
set_input_delay [expr $clk_period * $clk_io_pct] -clock clk0 $non_clock_inputs
set_output_delay [expr $clk_period * $clk_io_pct] -clock clk0 [all_outputs]
==> out/qor.csv <==
metric,value,unit
clock-sinks,5,
globalRoute.totalOverflow,0,
io_buffer_count,14,
timing.critical_path.arrival,0.77,ns
cts_hold_buf,0,
critPathLaunch,genblk1.m_axis_tvalid_reg,
min_period,0.968,ns
netlist.top_cell.by_instances,dfrtp_1,
postSynth.topFlopCell,dfrtp_1,
final-seq-area,125,um2
post_layout_util,0.115,
num_antenna_cells,0,
top_area_cell,dfrtp_1,
edf_count,0,
finalSetupViolations,0,
dieArea,6400,um2
syn-mean-instance-area,17.5,um2
detail_route.drc_violations,0,
unrepaired_setup_endpoints_after_global_routing,false,
yosys.area.top_type_share,0.714,
hp_class,input port to async pin,
cts.root.buffer_cell,clkbuf_4,
relSlewSlack,0.857,
final_critical_path_setup_slack,0.0320,ns
detail_route.vias_per_cell,1.89,
die_w,80,um
worst_ir_drop_vdd,0.000233,V
fin_tns_setup,0,ns
fill_cells,396,
yosysSeqAreaShare,0.714,
antenna_found_initial,0,
detail_route.wl_per_cell,8.15,um
fp_util,0.0513,
numSynthFlops,5,
tritoncts,done,
timing.critical_path.from_type,register,
total_track_usage,0.0207,
run_status,"complete, no violations",
postRouteAntennaNets,0,
cts_buffer_depth,2,
pre_cts_ws,-0.273,ns
synth-async-reset-ratio,1.00,
worst_setup_path_end_kind,primary output,
cts_setup_buffers,0,
syn_inst,10,
synth.yosys.num_cells,10,
worst-setup-path-type,register to primary output,
required_time_of_the_critical_path,0.80,ns
power-per-cell-area,1320,nW/um2
critical_path_s_slowest_cell,dfrtp_1,
synth.yosys.chip_area,175,um2
cp_num_buf_inv,1,
yosys-top-cells-area,"dfrtp_1, mux2_2, and2b_2",
cts_buffers,3,
timing_hold_violations_final,0,
cts.reportedPaths.clkPinSlew,0.04,ns
htreeDepth,1,
worst-path-max-fanout,1,
worstMarginPinSlew,0.215,ns
netlist_top_cells_count,"dfrtp_1, mux2_2, and2_2, and2b_2",
timing.critical_path.cells,clkdlybuf4s15_1,
final_cycle_utilization_of_the_critical_path,0.968,
layout-area-overhead-vs-synth,124,%
dr.pass1.iters,2,
io_pins,15,
core_area,3420,um2
grt_pass1_vias,171,
synth_area,175,um2
area.combinational,50.0,um2
synth_cell_types,4,
dieHeight,80,um
synthesis.yosys.warnings,1,
power,520,uW
p_leak,0.000155,uW
critical_path.top_delay_family,flip-flops,
vias,140,
weighted_congestion_reported_at_the_end_of_routability_driven_placement,0.722,
max_clock_freq,1030,MHz
openroad.warnings,25,
grt_start_max_net_pins,6,
report.final.slew_viol_count,0,
wire_length_of_the_first_global_routing_pass,910,um
routed_wirelength,603,um
maxCapViolCount,0,
peak_per_stage_delay_on_the_critical_path,0.35,ns
hold_slack,0.175,ns
num_rows,21,
post_route_cells_drive_above_1_share,0.321,
detailedRoute.firstIterationViolations,1,
==> cell families after synthesis <==
kind of cell	synth area share
muxes	0.193
DFF	0.714
and+or+nand+nor	0.0929
==> per-layer routing <==
layer | wire length [um] | GRT usage | vias up
met4 | 0 | 0.00176 | 0
met5 | 0 | 0 | -
met3 | 207 | 0.0398 | 0
met1 | 308 | 0.0248 | 55
li1 | - | - | 68
met2 | 87 | 0.0128 | 17
==> layout make-up <==
| type | count | share of cell area |
|---|---|---|
| sequential | 5 | 0.318 |
| tap | 46 | 0.146 |
| timing repair buffer | 14 | 0.341 |
| clock buffer | 4 | 0.0669 |
| multi-input combinational | 5 | 0.127 |
==> power by group <==
group / switching (uW) / total (uW) / internal [uW]
logic: 17.9 / 72.4 / 54.5
registers: 3.07 / 219 / 216
clock network: 77.5 / 228 / 150
total: 98.4 / 520 / 421
==> worst max path at each step <==
stage | endpoint | slack (ns) | cells past startpoint
CTS | m_axis_tdata[0] | 0.009 | 1
global route | m_axis_tvalid | 0.006 | 1
finish | m_axis_tvalid | 0.03 | 1
==> layout by cell type, fill, tap and decap left out <==
cell type	instances
and2_2	1
clkbuf_2	1
dlygate4sd2_1	1
clkdlybuf4s15_1	4
mux2_2	3
clkbuf_4	3
clkbuf_1	1
and2b_2	1
clkdlybuf4s50_1	8
dfrtp_1	5
==> what timing repair did <==
| item | in CTS | in global routing |
|---|---|---|
| setup endpoints to repair | 8 | 1 |
| pin swaps | 0 | 0 |
| gates cloned | 0 | 0 |
| resized | 11 | 1 |
==> metrics by stage <==
stage | cell area, um2 | std cells
6_report | 393 | 74
5_1_grt | 393 | 74
4_1_cts | 398 | 74
3_5_place_dp | 373 | 70
3_3_place_gp | 373 | 70
2_1_floorplan | 175 | 10
Power and IR drop assume default switching activity.
